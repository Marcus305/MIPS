`flow/config.mk`:
```
export PLATFORM = sky130hd
export DESIGN_NAME = data_memory
export DESIGN_NICKNAME = data_memory
export VERILOG_FILES = /design/flow/design.v
export SDC_FILE = /design/flow/constraint.sdc
export NUM_CORES = 4
export LEC_CHECK = 1
export CORE_UTILIZATION = 40
```
`flow/constraint.sdc`:
```
current_design data_memory

set clk_period 4.5
set clk_io_pct 0.2

create_clock -name clk0 -period $clk_period [get_ports {memRead}]
create_clock -name clk1 -period $clk_period [get_ports {memWrite}]

set non_clock_inputs [all_inputs -no_clocks]
set_input_delay [expr $clk_period * $clk_io_pct] -clock clk0 $non_clock_inputs
set_output_delay [expr $clk_period * $clk_io_pct] -clock clk0 [all_outputs]
```
`flow/design.v`:
```
module data_memory (
  input wire [31:0] address, 
  input wire [31:0] writeData, 
  input wire memWrite, 
  input wire memRead,       
  output reg [31:0] readData
);
  reg [31:0] memory [0:31];  
  always @(posedge memRead) begin
    if (memRead) begin
		readData = memory[address];
	 end
  end
  always @(posedge memWrite) begin
    if (memWrite) begin
      memory[address] <= writeData;
    end
  end
endmodule
```
`flow/run.sh`:
```
#!/bin/bash
# OpenROAD 26Q1-2900-gdf79404cd8, Yosys 0.63+post, stock flow scripts
make -C /OpenROAD-flow-scripts/flow DESIGN_CONFIG=/design/flow/config.mk WORK_HOME=/design/flow/orfs finish
```
==> impl_metrics.xml <==
<?xml version="1.0" encoding="UTF-8"?>
<metrics>
  <group name="logic_synthesis">
    <metric name="synth.yosys.num_cells" unit="">2109</metric>
    <metric name="enable_flop_cells" unit="">1024</metric>
    <metric name="yosys.cell_count.top_type" unit="">sky130_fd_sc_hd__edfxtp_1</metric>
    <metric name="synth_cell_types" unit="">24</metric>
    <metric name="largest_area_cell" unit="">sky130_fd_sc_hd__edfxtp_1</metric>
    <metric name="proportion_of_synthesized_chip_area_in_sequential_cells" unit="%">79.1</metric>
    <metric name="syn_inst" unit="">2109</metric>
    <metric name="synth.area.top_cells" unit="">sky130_fd_sc_hd__edfxtp_1 77%, sky130_fd_sc_hd__mux2i_1 13%, sky130_fd_sc_hd__o22ai_1 4.0%</metric>
    <metric name="ys.flop_type" unit="">sky130_fd_sc_hd__edfxtp_1</metric>
    <metric name="share_of_flip_flops_with_an_asynchronous_set_or_reset" unit="%">0</metric>
    <metric name="synth.yosys.chip_area" unit="µm²">39700</metric>
    <metric name="syn_avg_cell_area" unit="µm²">18.8</metric>
    <metric name="syn_area" unit="µm²">39700</metric>
    <metric name="numSynthFlops" unit="">1056</metric>
    <metric name="synth_warnings" unit="">1</metric>
    <metric name="top_cells_by_count" unit="">1024 x sky130_fd_sc_hd__edfxtp_1, 512 x sky130_fd_sc_hd__mux2i_1, 256 x sky130_fd_sc_hd__o22ai_1, 77 x sky130_fd_sc_hd__buf_2, 64 x sky130_fd_sc_hd__nor4_1</metric>
    <metric name="synth_largest_type_area_fraction" unit="%">77.5</metric>
  </group>
  <group name="final_timing">
    <metric name="maxSlewHeadroom" unit="%">33.0</metric>
    <metric name="rsz_0062_raised_after_global_routing" unit="">no</metric>
    <metric name="timing.setup.tns" unit="ns">0</metric>
    <metric name="timing.final.hold_violations" unit="">0</metric>
    <metric name="setup_violations" unit="">0</metric>
    <metric name="worstMarginPinSlew" unit="ns">1.00</metric>
    <metric name="report.final.slew_viol_count" unit="">0</metric>
  </group>
  <group name="global_route">
    <metric name="grt_max_degree" unit="">99</metric>
    <metric name="antenna_violations_before_repair" unit="">2</metric>
    <metric name="global_route_wire_length_before_repair" unit="µm">139000</metric>
    <metric name="grt.overflow.total" unit="">0</metric>
    <metric name="grt_pass1_vias" unit="">21200</metric>
    <metric name="track_usage" unit="%">21.2</metric>
  </group>
  <group name="worst_setup_path">
    <metric name="crit_buf_inv" unit="">3</metric>
    <metric name="cp_cell_sequence" unit="">clkdlybuf4s50_1 -&gt; buf_4 -&gt; or4b_2 -&gt; buf_4 -&gt; o22ai_1 -&gt; nor4_1 -&gt; nand2_1</metric>
    <metric name="worstSetupPathDepth" unit="">7</metric>
    <metric name="critical-path-top-delay-family" unit="">buffers and inverters</metric>
    <metric name="critical_path_required" unit="ns">4.69</metric>
    <metric name="cpMaxStageDelayCell" unit="">sky130_fd_sc_hd__clkdlybuf4s50_1</metric>
    <metric name="cp_slowest_stage_delay" unit="ns">0.78</metric>
    <metric name="critPathLaunchType" unit="">input port</metric>
    <metric name="r2r_slack" unit="ns">2.51</metric>
    <metric name="category_of_the_most_critical_setup_path" unit="">input port to register</metric>
    <metric name="critical_path_arrival" unit="ns">3.70</metric>
    <metric name="timing.reg2reg.worst_path_depth" unit="">5</metric>
    <metric name="critical_path.most_common_cell" unit="">sky130_fd_sc_hd__buf_4</metric>
    <metric name="cp-end-kind" unit="">register</metric>
    <metric name="path_max_fanout" unit="">15</metric>
  </group>
  <group name="route">
    <metric name="route.antenna.remaining_nets" unit="">0</metric>
    <metric name="first_pass_iters" unit="">5</metric>
    <metric name="routed_wl" unit="µm">95100</metric>
    <metric name="route.detailed.drc" unit="">0</metric>
    <metric name="detail_route.vias_per_cell" unit="">5.48</metric>
    <metric name="routedWlPerCell" unit="µm">26.0</metric>
    <metric name="routed-via-count" unit="">20100</metric>
    <metric name="drt_first_iter_violations" unit="">1203</metric>
  </group>
  <group name="floorplanning">
    <metric name="dieWidth" unit="µm">317</metric>
    <metric name="top_level_ports" unit="">98</metric>
    <metric name="core" unit="µm²">98300</metric>
    <metric name="die_h" unit="µm">317</metric>
    <metric name="floorplan.rows" unit="">115</metric>
    <metric name="fp_util" unit="%">40.4</metric>
    <metric name="dieArea" unit="µm²">100000</metric>
  </group>
  <group name="pwr">
    <metric name="peak_supply_drop" unit="mV">0.295</metric>
    <metric name="share_of_power_burned_in_the_clock_network" unit="%">41.5</metric>
    <metric name="cellLeakagePower" unit="µW">0.0159</metric>
    <metric name="power_frac_seq" unit="%">53.6</metric>
    <metric name="power_density" unit="nW/µm²">447</metric>
    <metric name="combPwrFrac" unit="%">4.9</metric>
    <metric name="sw_frac_of_total" unit="%">20.7</metric>
    <metric name="intPower" unit="µW">16400</metric>
    <metric name="net-switching-power" unit="µW">4280</metric>
  </group>
  <group name="finish">
    <metric name="drive_above_1_share" unit="%">13.8</metric>
    <metric name="areaGrowthSynthToFinish" unit="%">16.6</metric>
    <metric name="fin_util" unit="%">47.1</metric>
    <metric name="fillCellCount" unit="">7851</metric>
  </group>
  <group name="worst_hold_path">
    <metric name="min-delay-path-class" unit="">register to register</metric>
    <metric name="worstHoldPathCells" unit="">4</metric>
  </group>
  <group name="clock_tree">
    <metric name="clk_transition_reported_paths" unit="ns">0.09</metric>
    <metric name="cts_num_sinks" unit="">1056</metric>
    <metric name="cts_tree" unit="">done</metric>
    <metric name="cts_hold_buffers" unit="">0</metric>
    <metric name="cts_setup_buffers" unit="">0</metric>
    <metric name="cts_resized" unit="">0</metric>
  </group>
  <group name="run">
    <metric name="tool_warnings" unit="">54</metric>
    <metric name="drv_cap" unit="">0</metric>
  </group>
  <group name="placed_design">
    <metric name="gp_congestion" unit="">0.814</metric>
    <metric name="place_hpwl" unit="µm">52800</metric>
    <metric name="place.port_buffers" unit="">69</metric>
  </group>
  <group name="outcome">
    <metric name="outcome" unit="">finished clean</metric>
  </group>
</metrics>
[worst paths after layout]
check                            startpoint                        to
max reg2reg        memory[31][27]$_DFFE_PP_      readData[27]$_DFF_P_
min reg2reg        memory[25][18]$_DFFE_PP_      readData[18]$_DFF_P_
max in group clk1                address[4]  memory[17][13]$_DFFE_PP_
max                              address[4]      readData[28]$_DFF_P_
min in group clk1             writeData[11]   memory[6][11]$_DFFE_PP_
min                memory[25][18]$_DFFE_PP_      readData[18]$_DFF_P_
[stage by stage]
| stage | hold slack, ns | instances | total power, µW | cell area, µm² | setup WS [ns] |
|---|---|---|---|---|---|
| after floorplan | 0.576 | 2109 | 11800 | 39700 | 0.0359 |
| after global placement | 0.638 | 3469 | 12300 | 42900 | 0.722 |
| after detailed placement | 0.638 | 3469 | 12300 | 42900 | 0.667 |
| after CTS | 0.945 | 3657 | 20900 | 46300 | 1.05 |
| after global routing | 0.970 | 3658 | 21300 | 46300 | 0.842 |
| final | 0.938 | 3658 | 20700 | 46300 | 0.987 |
[tightest hold or removal path, stage by stage, from the launching register on]
cell                       delay [ns]
sky130_fd_sc_hd__edfxtp_1        0.31
sky130_fd_sc_hd__mux2i_1         0.06
sky130_fd_sc_hd__o22ai_1         0.12
sky130_fd_sc_hd__nor4_1          0.07
sky130_fd_sc_hd__nand2_1         0.05
[placed cells by master (no fill, tap or decap), types with 2 or more instances in the layout]
cell type	instances
sky130_fd_sc_hd__nand4bb_2	2
sky130_fd_sc_hd__clkbuf_8	2
sky130_fd_sc_hd__nand2_1	35
sky130_fd_sc_hd__clkbuf_1	19
sky130_fd_sc_hd__inv_6	3
sky130_fd_sc_hd__nand4bb_4	4
sky130_fd_sc_hd__buf_12	27
sky130_fd_sc_hd__buf_4	105
sky130_fd_sc_hd__nor3_2	3
sky130_fd_sc_hd__edfxtp_1	1024
sky130_fd_sc_hd__nand4b_1	4
sky130_fd_sc_hd__or4b_2	4
sky130_fd_sc_hd__o22ai_1	256
sky130_fd_sc_hd__clkinv_2	22
sky130_fd_sc_hd__nand3b_1	2
sky130_fd_sc_hd__nor2_4	28
sky130_fd_sc_hd__nor4_1	64
sky130_fd_sc_hd__bufinv_16	10
sky130_fd_sc_hd__clkbuf_16	108
sky130_fd_sc_hd__dfxtp_1	32
sky130_fd_sc_hd__clkinvlp_4	2
sky130_fd_sc_hd__or3b_2	2
sky130_fd_sc_hd__mux2i_1	512
sky130_fd_sc_hd__clkinv_1	21
sky130_fd_sc_hd__clkdlybuf4s50_1	68
sky130_fd_sc_hd__nand2b_1	2
[state kept, by name, summed over array words and instances (netlist names)]
name / count
memory: 1024
readData: 32
[cell families after synthesis]
| family | after synthesis | synth area share (%) |
|---|---|---|
| multiplexers | 512 | 12.9 |
| buffers and inverters | 128 | 1.72 |
| AND/OR/NAND/NOR | 157 | 2.22 |
| AND-OR/OR-AND | 256 | 4.04 |
| flip-flops | 1056 | 79.1 |
[final cells by class]
class                   instances  area [µm²]  area share (%)
clock buffers                 129        2800            6.05
multi-input cells             925        7920            17.1
clock inverters                59         539            1.17
flip-flops and latches       1056       31400            67.8
repair buffers                201        2020            4.37
well taps                    1287        1610            3.48
diodes                          1        2.50         0.00541
[per-layer routing]
metal	up-vias	wire length, µm	GRT usage [%]
met5	-	49	0.900
li1	8952	-	-
met1	9847	32400	25.6
met4	4	2830	5.08
met3	144	15100	15.6
met2	1117	44700	31.2
[power by group through the flow]
| stage | logic, µW | clock network, µW | registers (µW) |
|---|---|---|---|
| after CTS | 1030 | 8730 | 11100 |
| final | 1010 | 8580 | 11100 |
| after global routing | 1100 | 9090 | 11100 |
Power is estimated from default activity; no workload was simulated.
