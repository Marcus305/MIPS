--- ./design.v ---
module registers (
  input wire [4:0] readReg1, 
  input wire [4:0] readReg2, 
  input wire [4:0] writeReg, 
  input wire regWrite,       
  input wire [31:0] writeData, 
  output reg [31:0] readData1, 
  output reg [31:0] readData2  
);
  reg [31:0] registers [0:31];  
  always @(*) begin
    readData1 = registers[readReg1];
    readData2 = registers[readReg2];
  end
  always @(posedge regWrite) begin
    if (regWrite) begin
      registers[writeReg] <= writeData;
    end
  end
endmodule
--- ./run.sh ---
#!/bin/bash
# OpenROAD 26Q1-2900-gdf79404cd8, Yosys 0.63+post, stock flow scripts
make -C /OpenROAD-flow-scripts/flow DESIGN_CONFIG=/design/flow/config.mk WORK_HOME=/design/flow/orfs finish
--- ./config.mk ---
export PLATFORM = sky130hd
export DESIGN_NAME = registers
export DESIGN_NICKNAME = registers
export VERILOG_FILES = /design/flow/design.v
export SDC_FILE = /design/flow/constraint.sdc
export NUM_CORES = 4
export LEC_CHECK = 1
export CORE_UTILIZATION = 30
--- ./constraint.sdc ---
current_design registers

set clk_period 5.1
set clk_io_pct 0.2

create_clock -name clk0 -period $clk_period [get_ports {regWrite}]

set non_clock_inputs [all_inputs -no_clocks]
set_input_delay [expr $clk_period * $clk_io_pct] -clock clk0 $non_clock_inputs
set_output_delay [expr $clk_period * $clk_io_pct] -clock clk0 [all_outputs]
==> qor.csv <==
metric,value,unit
status,"finished, final reports clean",
vias post-DR,31000,
CP Class,in -> out,
Synth Instances,3324,
Core Util at FP,30.2,%
CTS Buf Count,106,
number of max-cap violations,0,
Chip Height,404,um
crit path launch type,primary input,
Top cell area share,63.4,%
#FFs+latches synth,1024,
total core area,161000,sq um
placed inst area,53500,sq um
Hold Path Class,in -> reg,
Yosys Chip Area,48500,sq um
total gr overflow,0,
initial drt markers,2274,
CP Cell Sequence,clkdlybuf4s50_1 > nor2b_4 > buf_12 > a22oi_1 > nand3_1 > nand4_1 > clkdlybuf4s50_1,
"Min Clock Period, post-route",4.83,ns
worst vdd ir,278,uV
final number of setup-violating endpoints,0,
Peak Freq,207,MHz
ANT nets after route,0,
Post-CTS Hold Buffers,0,
Post-synth seq share,63.4,%
Worst-path clk slew,0.06,ns
yosys cell count,3324,
initial antenna violation count,6,
Total Neg Setup Slack,0,ns
biggest area consumer among synthesized cells,edfxtp_1,
area delta synth->final,17.4,%
RePlAce Congestion,0.878,
Pre-antenna DRT Iters,5,
Biggest register,registers,
Largest register FFs,1024,
"Gates resized, CTS repair",0,
Worst EP required,4.08,ns
clk buf depth,3,
DRT Wirelength,158000,um
distinct lib cells,25,
CTS sink cnt,1024,
Post-Syn Area per Cell,14.6,sq um
leakage,20.4,nW
# DRC,0,
tool warnings,26,
row count,147,
H-Tree Level Count,3,
vias in the first global route,32500,
post-route clock period utilization,94.6,%
CP peak stage delay,0.70,ns
unrepaired setup endpoints after global routing,false,
WL per Instance,27.6,um
critical path's slowest cell,clkdlybuf4s50_1,
via/cell ratio,5.42,
TritonCTS clock tree,done,
PnR Total Power,19.0,mW
endpoints failing hold,0,
worst-margin pin slew,0.907,ns
min setup slack post-route,0.274,ns
Die W,404,um
Syn Std Cell Area,48500,sq um
Critical Path End Type,output port,
first-pass GRT wire length,226000,um
cell mode on critical path,clkdlybuf4s50_1,
Largest regs,registers x1024,
"Design Area, Final",56900,sq um
crit path DAT,3.81,ns
total number of yosys warnings,1,
P per Cell Area,334,nW/um^2
die area,163000,sq um
layout cells sized above 1,10.7,%
largest net degree at the start of global routing,61,
Total GRT Usage,20.4,%
# port buffers,111,
Final HPWL DP,89800,um
crit-path max FO,52,
Post-CTS Setup Bufs,0,
main area contributors,"edfxtp_1 (63%), mux2i_1 (21%), a22oi_1 (5.0%), nand3_1 (2.3%), a21oi_1 (1.3%)",
dpl ws,0.260,ns
clock root buffer,clkbuf_16,
Slew headroom,39.6,%
IO Pins,112,
Final Max Slew Viols,0,
layer usage:
layer | vias up | wire length [um] | global-route usage [%]
li1 | 13600 | - | -
met1 | 15200 | 55400 | 23.8
met2 | 1856 | 71300 | 30.4
met3 | 284 | 26700 | 15.0
met4 | 12 | 4140 | 4.37
met5 | - | 211 | 0.803
kinds of logic (layout without fill, tap and decap cells):
family | after synthesis | in the layout | share of synthesized area (%)
buffers and inverters | 255 | 489 | 2.96
muxes | 1024 | 1024 | 21.1
AOI/OAI and AO/OA | 544 | 544 | 7.84
other | 0 | 2 | 0
DFF | 1024 | 1024 | 63.4
and+or+nand+nor | 477 | 477 | 4.65
critical path: cells and delay by family:
family | cells | cell delay [ns]
AND/OR/NAND/NOR | 3 | 0.93
buffers and inverters | 3 | 1.63
AND-OR/OR-AND | 1 | 0.15
layout make-up:
cell class,count,area [sq um]
Antenna cell,2,5.00
Sequential cell,1024,30700
Clock buffer,131,2790
Fill cell,15000,104000
Multi-Input combinational cell,2045,16600
Tap cell,2160,2700
Timing Repair Buffer,293,3460
Clock inverter,65,591
placed cells by master, fill, tap and decap left out, drive strengths merged, types with 36 or more instances in the layout:
| cell type | count |
|---|---|
| clkdlybuf4s50 | 109 |
| mux2i | 1024 |
| a22o | 64 |
| clkinv | 49 |
| nand2 | 131 |
| buf | 184 |
| a22oi | 320 |
| nand3 | 225 |
| clkbuf | 131 |
| a21oi | 128 |
| nor2 | 36 |
| edfxtp | 1024 |
synthesized netlist by cell type:
| master | number |
|---|---|
| a21oi_1 | 128 |
| a22o_1 | 64 |
| a22oi_1 | 320 |
| a31oi_1 | 32 |
| and2_1 | 3 |
| and2b_1 | 1 |
| buf_1 | 14 |
| buf_2 | 61 |
| buf_4 | 57 |
| buf_6 | 23 |
| clkbuf_1 | 96 |
| clkbuf_4 | 4 |
| edfxtp_1 | 1024 |
| mux2i_1 | 1024 |
| nand2_1 | 131 |
| nand2b_1 | 5 |
| nand3_1 | 225 |
| nand3b_1 | 3 |
| nand4_1 | 32 |
| nor2_1 | 36 |
| nor2b_1 | 4 |
| nor3_1 | 32 |
| or2_2 | 2 |
| or3_1 | 1 |
| or3b_2 | 2 |
path summary, 6_finish.rpt:
path,startpoint,end,depth (start not counted)
worst max-delay path,readReg2[2],readData2[29],7
worst min-delay path,writeData[28],registers[24][28],2
report_power, final:
group / internal, mW / switching (mW) / leakage (nW) / total, mW
Sequential: 9.44 / 0.0677 / 9.25 / 9.51
Clock: 4.37 / 3.21 / 1.64 / 7.58
Combinational: 0.748 / 1.19 / 9.54 / 1.94
stage by stage:
stage / hold WS (ns) / instances / utilization [%]
global route: 1.16 / 5720 / 35.4
finish: 1.16 / 5720 / 35.4
CTS: 1.12 / 5718 / 35.4
global placement: 1.85 / 5522 / 33.3
floorplan: 1.12 / 3324 / -
detailed placement: 1.85 / 5522 / 33.3
Power figures rest on the tool's default switching activity, not on a simulated workload.
