==> /design/flow/design.v <==
module alu (
  input wire [31:0] operandA,
  input wire [31:0] operandB,
  input wire [3:0] operation,
  output reg [31:0] result,
  output reg zero 
);
  always @* begin
    case (operation)
      4'b0000: result = operandA & operandB;    
      4'b0001: result = operandA | operandB;    
      4'b0010: result = operandA + operandB;    
      4'b0110: result = operandA - operandB;    
      4'b0111: result = (operandA < operandB) ? 32'b1 : 32'b0;    
		4'b1100: result = ~ (operandA | operandB);  
      default: result = 32'b0;                  
    endcase
    zero = (result == 32'b0);  
  end
endmodule
==> /design/flow/run.sh <==
#!/bin/bash
# OpenROAD 26Q1-2900-gdf79404cd8, Yosys 0.63+post, stock flow scripts
make -C /OpenROAD-flow-scripts/flow DESIGN_CONFIG=/design/flow/config.mk WORK_HOME=/design/flow/orfs finish
==> /design/flow/config.mk <==
export PLATFORM = sky130hd
export DESIGN_NAME = alu
export DESIGN_NICKNAME = alu
export VERILOG_FILES = /design/flow/design.v
export SDC_FILE = /design/flow/constraint.sdc
export NUM_CORES = 4
export LEC_CHECK = 1
export CORE_UTILIZATION = 40
==> /design/flow/constraint.sdc <==
current_design alu

set clk_period 24.3
set clk_io_pct 0.2

create_clock -name clk0 -period $clk_period

set non_clock_inputs [all_inputs -no_clocks]
set_input_delay [expr $clk_period * $clk_io_pct] -clock clk0 $non_clock_inputs
set_output_delay [expr $clk_period * $clk_io_pct] -clock clk0 [all_outputs]
==> results_dict.tcl <==
# metrics dict for downstream scripts
set metrics [dict create \
    run_status "completed" \
    xor_share_pct 1.11 \
    dp_cells 1207 \
    peakVddDrop_mv 0.0114 \
    hp-class "in -> out" \
    setup_viol 0 \
    yosys-stat-area_sq_um 6330 \
    start_kind "input port" \
    grt_usage_pct 30.0 \
    p_sw_w 0.000100 \
    worst_ep_arrival_time_ps 9830 \
    p_leak_nw 3.24 \
    slew_viol_final 0 \
    fin_crit_ps 14690 \
    syn_area_sq_um 6330 \
    portBuffers 101 \
    wl_mm 24.5 \
    ff_count 0 \
    mostFrequentLayoutCells "101 x ha_1, 101 x clkdlybuf4s50_1, 96 x inv_1" \
    syn_avg_cell_area_sq_um 6.74 \
    initial_core_util_pct 41.3 \
    post_cts_buffers 0 \
    ys_sh_simple_pct 26.3 \
    yosysCellCount 940 \
    slew-limit-headroom_pct 27.9 \
    ys_warn_count 1 \
    compound_area_share_pct 41.1 \
    cts-resized-gates 0 \
    antenna_cells 0 \
    crit_type "in -> out" \
    hold_violations 0 \
    coreArea_sq_um 15300 \
    drc 0 \
    yosysSeqAreaShare_pct 0 \
    grt_pass1_vias 6738 \
    tightest_slew_ps 1070 \
    antenna_found_initial 0 \
    n_clock_buffer 0 \
    synthTopLogicFamily "AND-OR/OR-AND gates" \
    fin_crit_sh_pct 60.5 \
    place.gp.congestion 1.02 \
    warnings 101 \
    postRouteAntennaNets 0 \
    holdBufCountCts 0 \
    die_w_um 128 \
    vias 7471 \
    clkPwrFrac_pct 0 \
    viasPerCell 6.19 \
    p_per_area_nw_per_um2 23.0 \
    num_io_pins 101 \
    synth.distinct_cells 96 \
    fmax_mhz 68.1 \
    internal-power_w 0.0000709 \
    nFillCells 1620 \
    crit_fanout 21 \
    drive_above_1_share_pct 6.02 \
    syn2layout_area_growth_pct 17.7 \
    cp.required_ps 19440 \
    swShare_pct 58.6 \
    final-seq-area_sq_um 0 \
    rsz0062_at_grt "false" \
    num_rows 45 \
    grt_overflow_total 0 \
    synth-adder-area-share_pct 20.6 \
    grt_pass1_wl_mm 37.9 \
    grt_max_degree 32 \
    final_cells 1207 \
    drv_cap 0 \
    seq_power_share_pct 0 \
    drtIter0Drc 674 \
    die-area_sq_um 16300 \
    p_comb_share_pct 100.0 \
    hpwl_mm 19.3 \
    drtPass1Iterations 7 \
    critPathCaptureType "primary output" \
    wl_per_cell_um 20.3 \
    die_h_um 128 \
    ys_sh_mux_pct 1.15 \
    finalSetupTns_ps 0 \
    synthCells 940 \
]
[logic make-up after synthesis]
group,Yosys count
AOI/OAI and AO/OA,361
and+or+nand+nor,309
buffers and inverters,152
adders and majority gates,103
xor gates and xnor gates,8
muxes,7
[power groups by stage]
stage / Sequential (W) / Clock (W) / Combinational [W]
5_1_grt: 0 / 0 / 0.000185
4_1_cts: 0 / 0 / 0.000168
6_report: 0 / 0 / 0.000171
[through the flow]
stage	cell area [sq um]	util [%]	setup WS (ps)	hold WS, ps	power, W
3_3_place_gp	7450	48.7	9700	11030	0.000168
2_1_floorplan	6330	-	11540	10020	0.000107
5_1_grt	7450	48.7	9510	11060	0.000185
3_5_place_dp	7450	48.7	9710	11030	0.000167
4_1_cts	7450	48.7	9680	11030	0.000168
6_report	7450	48.7	9610	11030	0.000171
[final cells by class]
cell class	instances	area [sq um]	area share (%)
tap	211	264	3.54
multi-input combinational	788	5740	77.0
inverter	96	360	4.83
timing repair buffer	112	1090	14.7
[worst max-delay path, stage by stage]
cell	delay, ps
clkdlybuf4s50_1	1040
nor2_1	360
nand2_1	500
buf_4	360
o31a_1	180
nand3_1	80
or4_1	470
or4_1	460
or4_1	460
nor4b_2	250
nor4b_2	290
clkdlybuf4s50_1	510
[cell usage after synthesis (all sizes together) (6+ instances only)]
library cell  count  area (sq um)
o21bai           10          75.1
nand3b            6          45.0
o21ai            57           297
a211oi           20           160
or3               6          37.5
o211ai           15           113
a221o             9          90.1
a21o             19           143
nor2b            13          81.3
xnor2             6          52.6
a21oi            87           443
o22ai             8          50.1
ha              101          1260
o31ai             9          67.6
buf              23           138
a221oi           19           173
nor4             14           136
a31oi             8          50.1
clkbuf           33           124
inv              96           360
o311ai            7          78.8
nand3            15          75.1
nor2             89           337
nand2            63           239
nand4            12          75.1
nand2b           17           106
or2               7          43.8
o21a              9          67.6
or4              10          75.1
o2111ai           6          52.6
a211o             7          61.3
nand4b            6          52.6
and2             10          62.6
nor3             17          85.1
[path summary, 6_finish.rpt]
kind                startpoint         end  cells after the start
setup / recovery  operation[3]        zero                     12
hold / removal    operation[1]  result[13]                      4
[per-layer routing]
metal | track usage [%] | share of wire (%) | vias up | wire (um)
met5 | 0 | 0 | - | 0
met4 | 8.44 | 3.4 | 0 | 837
met3 | 3.61 | 7.6 | 56 | 1860
met2 | 45.6 | 42 | 362 | 10400
met1 | 44.4 | 47 | 3411 | 11400
li1 | - | - | 3642 | -
No activity file was given, so power comes from the tool's default toggle rates.
